==> /design/flow/design.v <==
module Imm_Gen(sel, in, out);
	input [2:0] sel;
	input [31:0] in;
	output [31:0] out;
	reg [31:0] out;
	integer tmp1;
	always @(sel or in)
		case(sel)
			0:
			begin
				tmp1 = in & 32'h fff00000;
				out = tmp1>>>20;
			end
			1:
			begin
				tmp1 = in & 32'h fff00000;
				out = tmp1>>20;
			end
			2:
			begin
				tmp1 = in & 32'h 01f00000;
				out = tmp1>>20;
			end
			3:
			begin
				tmp1 = {in[31:25], in[11:7], 20'h 00000};
				out = tmp1>>>20;
			end
			4:
			begin
				tmp1 = {in[31], in[7], in[30:25], in[11:8], 20'h 00000};
				out = tmp1>>>19;
			end
			5:
			begin
				tmp1 = {in[31:12], 12'h 000};
				out = tmp1;
			end
			6:
			begin
				tmp1 = {in[31], in[19:12], in[20], in[30:21], 12'h 000};
				out = tmp1>>>11;
			end
			default: out = in;
		endcase
endmodule
==> /design/flow/run.sh <==
#!/bin/bash
# OpenROAD 26Q1-2900-gdf79404cd8, Yosys 0.63+post, stock flow scripts
make -C /OpenROAD-flow-scripts/flow DESIGN_CONFIG=/design/flow/config.mk WORK_HOME=/design/flow/orfs finish
==> /design/flow/config.mk <==
export PLATFORM = sky130hd
export DESIGN_NAME = Imm_Gen
export DESIGN_NICKNAME = Imm_Gen
export VERILOG_FILES = /design/flow/design.v
export SDC_FILE = /design/flow/constraint.sdc
export NUM_CORES = 4
export LEC_CHECK = 1
export CORE_AREA = 10 10 74 74
export DIE_AREA = 0 0 84 84
==> /design/flow/constraint.sdc <==
current_design Imm_Gen

set clk_period 1.8
set clk_io_pct 0.2

create_clock -name clk0 -period $clk_period

set non_clock_inputs [all_inputs -no_clocks]
set_input_delay [expr $clk_period * $clk_io_pct] -clock clk0 $non_clock_inputs
set_output_delay [expr $clk_period * $clk_io_pct] -clock clk0 [all_outputs]
==> impl_metrics.ini <==
; implementation run metrics
[sta]
drv_slew = 0
timing.fmax_ghz = 0.559
worstMarginPinSlew_ps = 202
setup_viol = 0
holdWs_ps = 1230
hold_viol_final = 0
relSlewSlack_pct = 86.5
period_used_pct = 99.4
rsz0062_at_grt = true
period_minus_slack_ps = 1790

[worst_setup_path]
cpLargestDelayFamily = buffers and inverters
endpoint = out[9]
crit_chain = buf_6 > buf_8 > buf_6 > buf_6 > nor2b_4 > buf_6 > o22ai_1 > dlygate4sd2_1
crit_slowest_cell = dlygate4sd2_1
cpPeakStageDelay_ps = 240
worstSetupStartpoint = sel[0]
worstPathRequired_ps = 1440
worst-path-stages = 8
crit_top_cell = buf_6
cp-end-kind = primary output
cp.buffers_inverters = 6
critPathMaxFanout = 5
path_class = in2out
arrival_ps = 1430
startpoint_type = input pin

[pwr]
p_leak_nw = 0.849
p_seq_share_pct = 0
vdd_ir_drop_max_mv = 0.0918
pwr-share-comb_pct = 100.0
power.total_w = 0.000418
clockPowerShare_pct = 0
power.density_mw_per_mm2 = 247
swShare_pct = 36.4
p_sw_w = 0.000152
p_int_w = 0.000266

[floorplanning]
pin_count = 67
chip_area_mm2 = 0.00706
core_region_area_mm2 = 0.00397
chipHeight_um = 84
fp_util_pct = 15.6
fp-row-count = 23
die_w_um = 84

[cells_and_area]
drive_above_1_share_pct = 38.9
fillCellCount = 396
ff_count = 0
stdcell_count = 248
regArea_um2 = 0
area_growth_pct = 173
combGateArea_um2 = 668
fin_area_mm2 = 0.00170
nClkBuffers = 0
final_cell_mix = clkdlybuf4s50_1 (25), dlygate4sd2_1 (23), buf_4 (23), nand2_1 (16)
lay_top_count = clkdlybuf4s50_1

[yosys]
synth_area_per_cell_um2 = 6.03
ys_sh_simple_pct = 39.3
postSynthSeqShare_pct = 0
ys_sh_adder_pct = 0
ys_area_um2 = 621
logic_family = AND-OR/OR-AND gates
ys_sh_aoi_pct = 41.5
xor_share_pct = 1.41
yosysCellCount = 103
synth_warnings = 1
synth_cells = 103
netlist_area_um2 = 621
ys_types = 28
ys_sh_mux_pct = 3.43

[route]
totalWireLength_um = 3560
ant_nets = 0
wl_per_cell_um = 14.4
drc = 0
first_pass_iters = 4
vias = 1106
initialDrtViolationCount = 47
vias_per_cell = 4.46
diodes = 0

[run_status]
status = completed

[grt]
grt_pass1_vias = 1182
grt_first_pass_wirelength_um = 5890
overflow = 0
antenna_found_initial = 0
grt_usage_pct = 9.68
grt_max_degree = 15

[hold_path]
hold_class = in2out

[place]
place_congestion = 0.759
hpwl_um = 2730
place_area_mm2 = 0.00146
port_buffers = 67
dp.cells = 232

[run]
warning_count = 34
drv_cap = 0

[clock_network]
hold_buffers = 0
==> tightest hold or removal path, cell delays in order <==
cell and delay [ps]:
buf_2 120, inv_2 90, buf_12 140, o21ai_1 60
clkbuf_2 90
==> kinds of logic (layout without fill, tap and decap cells) <==
group,Yosys count,after routing
AND/OR/NAND/NOR,49,50
AND-OR/OR-AND,38,38
buffers and inverters,13,107
multiplexers,2,2
XOR/XNOR,1,1
==> layer usage <==
metal	vias to the layer above	wire length, um	share of wire [%]	GRT usage [%]
met5	-	0	0	0
met4	0	0	0	0
met3	0	419	12	4.04
met2	48	1570	44	15.3
met1	491	1580	44	12.7
li1	567	-	-	-
==> area by class of cell <==
| type | count | share of cell area, % |
|---|---|---|
| inverter | 1 | 0.221 |
| multi-input combinational | 91 | 39.4 |
| tap | 50 | 3.69 |
| timing repair buffer | 106 | 56.7 |
==> cell usage after synthesis, drive strengths merged <==
master / n / area share, %
nand2: 17 / 10
nand3: 17 / 14
buf: 10 / 12
a21o: 8 / 9.7
a21oi: 7 / 5.6
nor2b: 6 / 6.0
o21ai: 6 / 4.8
o211ai: 5 / 6.9
o22ai: 5 / 5.0
a22oi: 4 / 5.6
nor2: 3 / 2.2
clkbuf: 2 / 1.2
nand2b: 2 / 2.0
o21a: 2 / 2.4
a31o: 1 / 1.4
and2: 1 / 1.4
and3b: 1 / 1.4
inv: 1 / 0.60
mux2: 1 / 1.8
mux2i: 1 / 1.6
nand4: 1 / 1.0
nor3b: 1 / 1.2
xnor2: 1 / 1.4
==> timing repair <==
action                     4_1_cts  5_1_grt
setup buffers                   14        1
setup endpoints to repair       32       18
resized                        109       24
gates cloned                     2        0
pin swaps                        8       12
==> worst min-delay path by stage <==
stage                 startpoint      end  slack, ps  cells after the start
final                     sel[2]  out[11]       1230                      5
after global routing      sel[2]  out[11]       1270                      5
after CTS                  in[8]   out[1]       1250                      4
==> through the flow <==
step | util [%] | worst slack, ps | TNS (ps)
6_report | 42.7 | 9.96 | 0
5_1_grt | 42.7 | -36.5 | -79.7
4_1_cts | 41.8 | -56.3 | -210
3_5_place_dp | 36.8 | -690 | -20010
3_3_place_gp | 36.8 | -648 | -19310
2_1_floorplan | - | 351 | 0
==> power by group through the flow <==
stage | combinational, W | sequential [W] | clock, W
after CTS | 0.000410 | 0 | 0
after global routing | 0.000458 | 0 | 0
final | 0.000418 | 0 | 0
Power figures rest on the tool's default switching activity, not on a simulated workload.
