[flow/config.mk]
export PLATFORM = sky130hd
export DESIGN_NAME = Forwarding
export DESIGN_NICKNAME = Forwarding
export VERILOG_FILES = /design/flow/design.v
export SDC_FILE = /design/flow/constraint.sdc
export NUM_CORES = 4
export LEC_CHECK = 1
export CORE_AREA = 10 10 75 75
export DIE_AREA = 0 0 85 85
[flow/run.sh]
#!/bin/bash
# OpenROAD 26Q1-2900-gdf79404cd8, Yosys 0.63+post, stock flow scripts
make -C /OpenROAD-flow-scripts/flow DESIGN_CONFIG=/design/flow/config.mk WORK_HOME=/design/flow/orfs finish
[flow/constraint.sdc]
current_design Forwarding

set clk_period 2.2
set clk_io_pct 0.2

create_clock -name clk0 -period $clk_period

set non_clock_inputs [all_inputs -no_clocks]
set_input_delay [expr $clk_period * $clk_io_pct] -clock clk0 $non_clock_inputs
set_output_delay [expr $clk_period * $clk_io_pct] -clock clk0 [all_outputs]
[flow/design.v]
module Forwarding(inst_t, inst_t_1, inst_t_2, data_WB, enableFF, resetFF, enablePC, A_sel, B_sel, data_last_load);
input [31:0] inst_t, inst_t_1, inst_t_2, data_WB;
output reg [3:0] enableFF, resetFF;
output reg enablePC;
output reg [1:0] A_sel, B_sel;
output reg [31:0] data_last_load;
reg [1:0] double_load_check;
reg [31:0] data_double_load;
reg [2:0] chech_state;
initial
begin
	double_load_check= 2'b00;
	data_double_load = 32'b0;
end
always @(*)
	begin
		if(inst_t[1:0] === 2'b11)
		begin
			if (((double_load_check === 2'b01) || (double_load_check === 2'b10)) && (inst_t_1[1:0] !== 2'b11) && (inst_t_2[6:0] === 7'b0000011)) 
			begin
				chech_state = 3'b001;
				data_last_load = data_double_load;
				enableFF = 4'b1111;
				resetFF = 4'b0000; 
				enablePC = 1'b1; 
				if(double_load_check === 2'b01)
				begin
					A_sel = 2'b10;
					B_sel = 2'b11;
				end
				else
				begin
					A_sel = 2'b11;
					B_sel = 2'b10;
				end
				double_load_check = 2'b00;
				data_double_load = 32'b0;
			end
			else if((inst_t_1[1:0] !== 2'b11) && (inst_t_2[1:0] !== 2'b11))
			begin
				chech_state = 3'b010;
				enableFF = 4'b1111;
				resetFF = 4'b0000; 
				enablePC = 1'b1; 
				A_sel = 2'b00;
				B_sel = 2'b00;
			end
			else if((inst_t_1[1:0] !== 2'b11) && (inst_t_2[1:0] === 2'b11))
			begin
				chech_state = 3'b011;
				enableFF = 4'b1111;
				resetFF = 4'b0000; 
				enablePC = 1'b1;
				if((inst_t[6:2] === 5'b01101) || (inst_t[6:2] === 5'b00101) || (inst_t[6:2] === 5'b11011))
				begin
					A_sel = 2'bxx;
					B_sel = 2'bxx;
				end
				else
				begin
					if(inst_t[19:15] === inst_t_2[11:7])
						A_sel = 2'b10;
					else
						A_sel = 2'b00;
					if((inst_t[6:2] === 5'b01100) || (inst_t[6:2] === 5'b01000) || (inst_t[6:2] === 5'b11000))
					begin
						if(inst_t[24:20] === inst_t_2[11:7])
							B_sel = 2'b10;
						else
							B_sel = 2'b00;
					end
					else
						B_sel = 2'bxx;
				end			
			end
			else if((inst_t_1[1:0] === 2'b11) && (inst_t_2[1:0] !== 2'b11))
			begin
				chech_state = 3'b100;
				if(inst_t_1[6:2] === 5'b00000)
				begin
					enableFF = 4'b0011;
					resetFF = 4'b0010; 
					enablePC = 1'b0;
					A_sel = 2'bxx;
					B_sel = 2'bxx;				
				end
				else
				begin
					enableFF = 4'b1111;
					resetFF = 4'b0000; 
					enablePC = 1'b1;
					if((inst_t[6:2] === 5'b01101) || (inst_t[6:2] === 5'b00101) || (inst_t[6:2] === 5'b11011))
					begin
						A_sel = 2'bxx;
						B_sel = 2'bxx;
					end
					else
					begin
						if(inst_t[19:15] === inst_t_1[11:7])
							A_sel = 2'b01;
						else
							A_sel = 2'b00;
						if((inst_t[6:2] === 5'b01100) || (inst_t[6:2] === 5'b01000) || (inst_t[6:2] === 5'b11000))
						begin
							if(inst_t[24:20] === inst_t_1[11:7])
								B_sel = 2'b01;
							else
								B_sel = 2'b00;
						end
						else
							B_sel = 2'bxx;
					end	
				end		
			end
			else if((inst_t_1[1:0] === 2'b11) && (inst_t_2[1:0] === 2'b11))
			begin
				chech_state = 3'b101;
				if(inst_t_1[6:2] === 5'b00000)
				begin
					enableFF = 4'b0011;
					resetFF = 4'b0010; 
					enablePC = 1'b0;
					A_sel = 2'bxx;
					B_sel = 2'bxx;				
				end
				else
				begin
					enableFF = 4'b1111;
					resetFF = 4'b0000; 
					enablePC = 1'b1;
					if((inst_t[6:2] === 5'b01101) || (inst_t[6:2] === 5'b00101) || (inst_t[6:2] === 5'b11011))
					begin
						A_sel = 2'bxx;
						B_sel = 2'bxx;
					end
					else
					begin
						if(inst_t[19:15] === inst_t_1[11:7])
							A_sel = 2'b01;
						else if(inst_t[19:15] === inst_t_2[11:7])
							A_sel = 2'b10;
						else
							A_sel = 2'b00;
						if((inst_t[6:2] === 5'b01100) || (inst_t[6:2] === 5'b01000) || (inst_t[6:2] === 5'b11000))
						begin
							if(inst_t[24:20] === inst_t_1[11:7])
								B_sel = 2'b01;
							else if(inst_t[24:20] === inst_t_2[11:7])
								B_sel = 2'b10;
							else	
								B_sel = 2'b00;
						end
						else
							B_sel = 2'bxx;
					end	
				end			
			end
			else
			begin
				chech_state = 3'b110;
				enableFF = 4'b1111;
				resetFF = 4'b0000; 
				enablePC = 1'b1;
				A_sel = 2'b00;
				B_sel = 2'b00;			
			end
		end
		else
		begin
			chech_state = 3'b111;
			enableFF = 4'b1111;
			resetFF = 4'b0000; 
			enablePC = 1'b1;
			A_sel = 2'bxx;
			B_sel = 2'bxx;			
		end
	end
always @(*)
begin
	if(((inst_t[6:2] === 5'b01100) || (inst_t[6:2] === 5'b01000) || (inst_t[6:2] === 5'b11000)) && (inst_t_1[6:0] === 7'b0000011) && (inst_t_2[6:0] === 7'b0000011))
	begin
		if((inst_t[19:15] === inst_t_1[11:7]) && (inst_t[24:20] === inst_t_2[11:7]))
		begin
			double_load_check = 2'b01;
			data_double_load = data_WB;			
		end
		else if((inst_t[19:15] === inst_t_2[11:7]) && (inst_t[24:20] === inst_t_1[11:7]))
		begin
			double_load_check = 2'b10;
			data_double_load = data_WB;
		end
		else
		begin
			double_load_check = 2'b00;
			data_double_load = 32'b0;
		end
	end
end
endmodule
==> notes.md <==
Flow results are below.

- The number of optimization iterations in the first detailed-route pass is 2, for reference.
- The number of setup violations in the final report is 0, for reference.
- The initialized floorplan defines 23 standard-cell rows.
- The warning tally printed by Yosys for this design is 71.
- Yosys attributes the largest share of cell area to sky130_fd_sc_hd__buf_4, sky130_fd_sc_hd__xnor2_1, sky130_fd_sc_hd__xor2_1.
- Dividing the detail-routed wire length by the instance count gives 12.06 um.
- The number of remaining DRC errors is 0, for reference.
- Per the OpenROAD floorplan log, the area of the core is 4058 um2.
- The gate family responsible for the most delay along the worst path is buffers and inverters, for reference.
- The flow ran to the end, and the final reports show no timing, DRC or antenna violations.
- The first global-routing pass estimated 3001 um of wire.
- The detailed-route wire length is 2074 um, for reference.
- Setup slack closes at 0.09861 ns.
- The number of maximum-capacitance violations recorded for the run is 0.
- According to the I/O placement log, the pin count is 173.
- The residual overflow from global routing is 0, for reference.
- The synthesized area per cell is 7.458 um2, for reference.
- There are 0 flip-flops and latches.
- In this run the horizontal extent of the chip is 85 um.
- The routability congestion estimate is 0.7174, for reference.
- The largest individual stage delay along the critical path comes from the cell sky130_fd_sc_hd__clkdlybuf4s50_1.
- The sequential element share of the synthesized area is 0, for reference.
- In the finished design, the share of the clock period the worst path needs comes to 0.9552.
- The report lists the power per cell area as 121.4 nW/um2.
- The routed layout has 525 vias.
- The worst-path maximum fanout is 2, for reference.
- The ratio of routed vias to standard cells is 3.052, for reference.
- The analysis attributes to cell leakage a power of 0.0005000 uW.
- Per the post-run analysis, buffers plus inverters along the critical path come to 3.
- Hold is met by 1.512 ns.
- The final hold violation count recorded for this run is 0.
- For this run, the top clock speed supported by timing is 475.9 MHz.
- The number of warnings in the stage logs is 129, for reference.
- After legalization and detailed placement, the total HPWL measured 1992 um.
- In this run, post-CTS hold repair placed 0 buffers.
- The final max-slew violation count is 0, for reference.
- Entering global routing, the biggest net connects 5 pins.
- The number of antenna violations at the first check in global routing was 0.
- The number of global-route vias before repair came to 625.
- The area of the mapped netlist is 574.3 um2, for reference.
- In this design, the stage delay of the slowest critical-path cell is 0.44 ns.
- At the floorplan stage, the core utilization is reported as 0.1415.
- The nature of the critical path startpoint is a primary input, for reference.
- The share of synthesized area in the top cell type comes to 0.5098.
- Across the whole layout, storage elements account for 0 um2.
- The number of distinct library cells after synthesis is 13, for reference.
- Once detail routing completed, the nets flagged for antenna violations numbered 0.
- STA reports the tightest min-delay check as being of type in2out.
- The number of clock-tree buffers in the layout is 0, for reference.
- Total global-route track usage over all layers is 0.04925.
- The number of instances in the synthesized netlist is 77, for reference.
- The area recorded from the Yosys report for this design is 574.3 um2.
- The endpoint required time on the critical path is 1.76 ns, for reference.
- Of the cells placed in the final design, the portion with a size suffix greater than 1 is 0.1148.
- The largest total area in the synthesized netlist belongs to sky130_fd_sc_hd__buf_4.
- The placement stage leaves a total instance area of 918.4 um2.
- The worst setup slack before clock tree synthesis is -0.3175 ns, for reference.
- Per the run report, area growth between synthesis and finish was 64.49%.
- The endpoint class of the critical path is a primary output, for reference.
- Data on the critical path arrives at its endpoint at 1.66 ns.
- The final report gives the core utilization as 0.2328.
- The report lists the cells along the critical path as clkdlybuf4s50_1 -> nor4_4 -> nand3_1 -> buf_4 -> dlygate4sd2_1.
- The tally of buffers added on design ports is 39, for reference.
- The maximum ir drop on the vdd rail is 0.04680 mV, for reference.
- The clock period minus worst slack is 2.101 ns, for reference.
- The diode insertion count for antenna repair is 0, for reference.
- Summing all non-filler instances in the final layout gives an area of 944.7 um2.
- The classification of the worst setup path is in2out, for reference.
- Per the OpenROAD floorplan log, the area of the die is 7225 um2.
- Setup repair after global routing left no endpoint under its margin.
- The die is 85 um tall.
- The synthesized netlist was found by Yosys to have 77 cells.
- The number of design-rule violations left by the first detailed-router iteration is 5, for reference.
## final cells by class
class	count	area, um2
fillers	451	3113
repair buffers	49	436.7
multi-input cells	73	445.4
well taps	50	62.56
## path summary, 6_finish.rpt
| kind | start | to | slack, ns | cells past startpoint |
|---|---|---|---|---|
| worst max-delay path | inst_t_1[6] | enablePC | 0.1 | 5 |
| worst min-delay path | inst_t_1[5] | resetFF[1] | 1.51 | 5 |
## metal layers
metal / GRT usage / share of wire / up-vias
li1: - / - / 266
met1: 0.06577 / 0.45 / 220
met2: 0.08243 / 0.47 / 39
met3: 0.01252 / 0.077 / 0
met4: 0 / 0 / 0
met5: 0 / 0 / -
## cells by family after synthesis
family / share of synthesized area
buffers and inverters: 0.5098
XOR/XNOR: 0.3050
AND/OR/NAND/NOR: 0.1372
AND-OR/OR-AND: 0.03486
other: 0.01308
## cell usage after synthesis
library cell and count:
sky130_fd_sc_hd__nor4_1 3, sky130_fd_sc_hd__buf_4 39, sky130_fd_sc_hd__nand3_1 1, sky130_fd_sc_hd__nand2b_1 1, sky130_fd_sc_hd__xnor2_1 10, sky130_fd_sc_hd__nand4_1 2, sky130_fd_sc_hd__o311a_1 2, sky130_fd_sc_hd__and3_1 3
sky130_fd_sc_hd__conb_1 2, sky130_fd_sc_hd__nor3_1 2, sky130_fd_sc_hd__xor2_1 10, sky130_fd_sc_hd__nor2_1 1, sky130_fd_sc_hd__nand2_1 1
## where the power goes
group	total (uW)	leakage, uW	switching, uW	internal [uW]
clock network	0	0	0	0
registers	0	0	0	0
logic	115	0.000500	46.0	68.7
total	115	0.000500	46.0	68.7
## cells in the final DEF (no fill, tap or decap)
cell type / instances
sky130_fd_sc_hd__nand3_1: 1
sky130_fd_sc_hd__clkdlybuf4s50_1: 7
sky130_fd_sc_hd__xor2_1: 10
sky130_fd_sc_hd__conb_1: 37
sky130_fd_sc_hd__nor2_1: 1
sky130_fd_sc_hd__nor3_1: 2
sky130_fd_sc_hd__dlymetal6s2s_1: 3
sky130_fd_sc_hd__xnor2_1: 9
sky130_fd_sc_hd__nor4_4: 1
sky130_fd_sc_hd__nand4_1: 2
sky130_fd_sc_hd__nand2b_4: 1
sky130_fd_sc_hd__o311a_1: 2
sky130_fd_sc_hd__nor4_1: 2
sky130_fd_sc_hd__xnor2_2: 1
sky130_fd_sc_hd__dlygate4sd2_1: 29
sky130_fd_sc_hd__nand2_2: 1
sky130_fd_sc_hd__and3_1: 3
sky130_fd_sc_hd__buf_4: 10
## metrics by stage
step           instances  setup TNS [ns]  total power (uW)
3_3_place_gp         169          -1.710             125.2
6_report             172               0             114.7
5_1_grt              172               0             127.5
4_1_cts              171               0             116.0
3_5_place_dp         169          -1.799             125.3
2_1_floorplan        112               0             81.68
## what timing repair did
action | in CTS | in global routing
pin swaps | 9 | 4
endpoints found under the setup margin | 8 | 2
buffers inserted | 2 | 1
gates resized | 32 | 5
Power figures rest on the tool's default switching activity, not on a simulated workload.
